## ./run.sh

```bash
#!/bin/bash
# OpenROAD 26Q1-2900-gdf79404cd8, Yosys 0.63+post, stock flow scripts
make -C /OpenROAD-flow-scripts/flow DESIGN_CONFIG=/design/flow/config.mk WORK_HOME=/design/flow/orfs finish
```

## ./constraint.sdc

```tcl
current_design alu

set clk_period 33.0
set clk_io_pct 0.2

create_clock -name clk0 -period $clk_period

set non_clock_inputs [all_inputs -no_clocks]
set_input_delay [expr $clk_period * $clk_io_pct] -clock clk0 $non_clock_inputs
set_output_delay [expr $clk_period * $clk_io_pct] -clock clk0 [all_outputs]
```

## ./design.v

```verilog
module alu #(parameter N = 32)
			  (input logic [N-1:0] a, b,
			   input logic [1:0] ALUControl,
			   output logic [N-1:0] Result,
			   output logic [3:0] ALUFlags);
	logic [N-1:0] sum, bb;
	always_comb
	begin
		ALUFlags[1] = 1'b0;
		case(ALUControl)
			2'b00: {ALUFlags[1], Result} = a + b;
			2'b01: Result = a - b;
			2'b10: Result = a & b;
			2'b11: Result = a | b;
		endcase;
		ALUFlags[3] = Result[31];
		ALUFlags[2] = (Result == 0);
		ALUFlags[0] = (~ALUControl[1]) & (Result[31] ^ a[31]) & (~(a[31] ^ b[31] ^ ALUControl[0]));
	end
endmodule
```

## ./config.mk

```make
export PLATFORM = sky130hd
export DESIGN_NAME = alu
export DESIGN_NICKNAME = alu
export VERILOG_FILES = /design/flow/design.v
export SDC_FILE = /design/flow/constraint.sdc
export NUM_CORES = 4
export LEC_CHECK = 1
export CORE_UTILIZATION = 50
```

==> results_dict.tcl <==
# yosys + openroad results
set metrics [dict create \
    total_power_mw 0.119 \
    postCtsSetupBuffers 0 \
    p_sw_share_pct 55.4 \
    cp.depth 14 \
    yosys.stat.chipArea_mm2 0.00544 \
    critPathTopFamily "AND-OR/OR-AND gates" \
    hold_buffers 0 \
    cp_data_required_time_ns 26.40 \
    routed_wl_mm 18.9 \
    firstDrtPassIters 5 \
    fp.coreArea_mm2 0.0104 \
    crit_path_end_kind "output pin" \
    xor_share_pct 4.67 \
    finalMaxSlewViolations 0 \
    diodes 0 \
    crit_path_start_kind "input port" \
    antenna_found_initial 0 \
    switchingPower_mw 0.0660 \
    place_congestion 1.03 \
    grt_pass1_wl_mm 29.9 \
    netlist_instances 836 \
    clock_buffer_count 0 \
    warnings 96 \
    die_h_um 106 \
    p_clk_share_pct 0 \
    grt_max_degree 60 \
    track_usage_pct 33.4 \
    die-area_mm2 0.0113 \
    drt-wirelength-per-cell_um 18.3 \
    comb_power_share_pct 100.0 \
    slowest_stage "a211oi_1" \
    cts_resized 0 \
    drc 0 \
    seqCellArea_um2 0 \
    top_area_cell "ha_1" \
    gr-total-overflow 0 \
    cp.arrival_ns 11.98 \
    row_count 37 \
    drt_iter0_drc 623 \
    netlist_area_mm2 0.00544 \
    ys_cells 836 \
    hold_viol 0 \
    p_seq_share_pct 0 \
    ys_types 74 \
    grt_pass1_vias 5691 \
    worst_slew_pin_slew_ns 0.888 \
    dp_hpwl_mm 15.2 \
    ff_count 0 \
    netlist_logic_family_top "AND-OR/OR-AND gates" \
    area_delta_synth_final_pct 18.9 \
    layout_min_cycle_time_ns 18.58 \
    ys_seq_share_pct 0 \
    cp_cell_sequence "clkdlybuf4s50_1, inv_1, ha_1, nor3b_1, a211oi_1, nand2_1, a221oi_1, o21ai_0, a211oi_1, xor2_1, a211o_1, or4b_2, nor4_2, clkdlybuf4s50_1" \
    power_leakage_nw 2.88 \
    ys_warn_count 1 \
    finalSetupViolations 0 \
    avgSynthCellArea_um2 6.51 \
    maxCapViolCount 0 \
    finalClockPeriodUsage_pct 56.3 \
    path_max_fanout 10 \
    mux_area_share_pct 2.87 \
    crit_buf_inv 3 \
    outcome "completed" \
    fp_util_pct 52.3 \
    adder_share_pct 22.6 \
    die_w_um 106 \
    path_class "in2out" \
    hold_depth 4 \
    avgViaCountPerCell 6.25 \
    top_cells_by_area "ha_1 22%, a21oi_1 7.2%, inv_1 6.8%, o21ai_0 5.3%, nor2_1 4.6%" \
    rsz0062_at_grt "no" \
    hold-worst-slack_ns 14.18 \
    io_buffers 102 \
    internal_power_mw 0.0531 \
    ys_sh_aoi_pct 35.8 \
    peakVddDrop_uv 10.9 \
    fin_setup_tns_ns 0 \
    slowest_delay_ns 0.75 \
    vias 6449 \
    yosysTopAreaCellShare_pct 21.8 \
    power.density_mw_per_mm2 18.4 \
    io_pins 102 \
    maxSlewHeadroom_pct 40.5 \
    ant_nets 0 \
    ys_sh_simple_pct 23.6 \
    drive_gt1_share_pct 3.68 \
    hp-class "in2out" \
    timing.fmax_ghz 0.0538 \
]
## placed cells by master, fill, tap and decap left out, types with 4 or more instances in the layout
cell             count
a211o_1              4
a211oi_1            12
a21o_1              23
a21oi_1             78
a221oi_1             8
a311oi_1             6
a31o_2               4
a31oi_1              7
and2_1               6
and3_1               6
buf_4                6
clkdlybuf4s50_1    100
ha_1                95
inv_1               98
mux2_2               5
mux2i_1             10
nand2_1             62
nand2b_1             5
nand3_1             22
nand4_1             10
nor2_1              66
nor2b_1             14
nor3_1              24
nor4_1              12
o2111ai_1            6
o211ai_1            11
o21a_1              11
o21ai_0             58
o21bai_1             9
o22ai_1              5
o31ai_1              8
o41ai_1              4
or2_2                6
or3_1                7
xnor2_1             23
xor2_1               6
## metrics by stage
| step | utilization, % | setup WS (ns) | instances | cell area, um2 |
|---|---|---|---|---|
| 2_1_floorplan | - | 16.44 | 836 | 5440 |
| 3_5_place_dp | 62.2 | 14.57 | 1032 | 6470 |
| 4_1_cts | 62.2 | 14.55 | 1032 | 6470 |
| 6_report | 62.2 | 14.42 | 1032 | 6470 |
| 3_3_place_gp | 62.2 | 14.71 | 1032 | 6470 |
| 5_1_grt | 62.2 | 14.19 | 1032 | 6470 |
## power groups by stage
stage	clock network [mW]	logic, mW	registers (mW)
final	0	0.119	0
after CTS	0	0.117	0
after global routing	0	0.130	0
## worst paths after layout
check                     start           to  slack (ns)
setup / recovery           a[3]  ALUFlags[2]       14.42
hold / removal    ALUControl[0]    Result[2]       14.18
## layout make-up
cell class / instances / area [um2]
fillers: 958 / 3940
inverters: 99 / 372
multi-input cells: 689 / 4880
well taps: 136 / 170
repair buffers: 108 / 1060
## kinds of logic (layout without fill, tap and decap cells)
kind of cell,Yosys count,count (layout)
AOI/OAI and AO/OA,291,291
xor gates and xnor gates,29,29
adders and majority gates,97,97
buffers and inverters,147,207
muxes,15,15
and+or+nand+nor,257,257
## worst min-delay path: stages
cell and delay (ns):
buf_2 0.08, buf_4 0.36, a21oi_1 0.15, clkdlybuf4s50_1 0.39
## cells in the mapped netlist (14+ instances only)
cell and number:
xnor2_1 23, clkbuf_1 40, ha_1 95, nand2_1 62, inv_1 98, nor2b_1 14
o21ai_0 58, nand3_1 22, a21o_1 23, a21oi_1 78, nor3_1 24, nor2_1 66
## per-layer routing
metal / global-route usage (%) / vias up / part of all wire [%]
li1: - / 3151 / -
met1: 49.9 / 2912 / 45
met2: 51.0 / 340 / 43
met3: 3.31 / 46 / 9.4
met4: 8.73 / 0 / 2.9
met5: 0 / - / 0
No activity file was given, so power comes from the tool's default toggle rates.
